## flow/config.mk

```make
export PLATFORM = sky130hd
export DESIGN_NAME = baudrate
export DESIGN_NICKNAME = baudrate
export VERILOG_FILES = /design/flow/design.v
export SDC_FILE = /design/flow/constraint.sdc
export NUM_CORES = 4
export LEC_CHECK = 1
export CORE_AREA = 10 10 70 70
export DIE_AREA = 0 0 80 80
```

## flow/constraint.sdc

```tcl
current_design baudrate

set clk_period 3.2
set clk_io_pct 0.2

create_clock -name clk0 -period $clk_period [get_ports {clk}]

set non_clock_inputs [all_inputs -no_clocks]
set_input_delay [expr $clk_period * $clk_io_pct] -clock clk0 $non_clock_inputs
set_output_delay [expr $clk_period * $clk_io_pct] -clock clk0 [all_outputs]
```

## flow/design.v

```verilog
module baudrate(
  input clk , rst ,
  output reg [11:0] q, 
  output wire tick );
 wire [11:0] q_next;
  always @(posedge clk , posedge rst)
    begin 
      if(rst)
        begin 
          q<=0;
        end
      else
        q<= q_next;
    end
  assign q_next = ( q==2604) ? 0: q+1;
  assign tick = (q==2604) ? 1:0 ;
endmodule
```

## flow/run.sh

```bash
#!/bin/bash
# OpenROAD 26Q1-2900-gdf79404cd8, Yosys 0.63+post, stock flow scripts
make -C /OpenROAD-flow-scripts/flow DESIGN_CONFIG=/design/flow/config.mk WORK_HOME=/design/flow/orfs finish
```

==> summary.txt <==
Notes on the physical implementation.

- The registers reported with the highest flop counts are q (12).
- The script logs the mean routed wire length per placed instance as 11.9 um.
- Yosys reports a chip area of 616 um2.
- The internal portion of the total power is 222 uW.
- Per the repair_timing log after CTS, setup buffers inserted total 0.
- The core region is 0.00342 mm2.
- The via total after detailed routing is 504, for reference.
- The number of maximum-capacitance violations is 0, for reference.
- The first global-routing pass estimated 2480 um of wire.
- Counting I/O delays and the setup requirement, the final critical path takes 2.70 ns.
- The count of different cell masters after synthesis is 22, for reference.
- The global routing report lists combined usage of all routing layers as 4.79%.
- The site row count is 21, for reference.
- The post-synthesis cell count is 57, for reference.
- The first TritonRoute pass finished after 5 iterations.
- The script logs the ratio of routed vias to standard cells as 4.17.
- Of the cells placed in the final design, the portion with a size suffix greater than 1 is 16.0%.
- The initial standard-cell utilization of the core is 18.0%, for reference.
- After the first detailed-routing iteration, the DRC count stood at 7.
- STA classifies the critical path endpoint as an output pin.
- In this run the static leakage power is 0.336 nW.
- The tree built by TritonCTS fans out to 12 sinks.
- STA classifies the critical path startpoint as a flop.
- In this run the number of H-tree levels came out at 1.
- The number of flip-flops under the largest register name is 12, for reference.
- The number of DRC violations after detailed routing is 0, for reference.
- The quantity of hold-fixing buffers added after cts is 0, for reference.
- Setup repair after global routing left no endpoint under its margin.
- The cell count listed in synth_stat.txt is 57, for reference.
- The largest register by flop count is q, for reference.
- The switching component of the power was reported as 53.8 uW.
- Combinational logic burns 1.5% of the power.
- The root cell of the clock tree is clkbuf_4, for reference.
- The cell area after technology mapping is 616 um2, for reference.
- The floorplan die height is 80 um, for reference.
- The horizontal die dimension is 80 um, for reference.
- The buffer_ports step reported a buffer count of 14.
- The number of I/O pins is 15, for reference.
- The headroom to the max-slew limit is 69.7%, for reference.
- The clock tree from TritonCTS is built, for reference.
- In this build the clock could be raised as far as 371 MHz.
- The worst voltage drop across the vdd grid is 0.188 mV, for reference.
- The total wire length after detailed routing is 1440 um, for reference.
- The worst endpoint required time is 2.56 ns, for reference.
- Setup total negative slack on the finished layout was measured at 0 ns.
- The total of cells resized after clock tree synthesis is 0, for reference.
- Across the routed clock network, the largest skew measured is 0.00386 ns.
- The type of the tightest min-delay check is flop to flop, for reference.
- The mean area per synthesized cell is 10.8 um2, for reference.
- Pins over their slew limit in the final report were tallied at 0.
- The end-of-flow timing check tallies setup violations at 0.
- The final hold violation count is 0, for reference.
- The clock network fraction of total power is 43.6%, for reference.
- The arrival time of data at the critical path endpoint is 2.06 ns, for reference.
- The flop and latch count out of synthesis is 12, for reference.
- The count of antenna-violating nets left after detailed routing is 0, for reference.
- The portion of the post-synthesis area used by sequential elements is 48.8%, for reference.
- The flow ran to the end, and the final reports show no timing, DRC or antenna violations.
- Per the GRT congestion report, total overflow comes to 0.
- The slew at the pin with the worst max-slew slack is 0.454 ns, for reference.
- The count of warnings emitted by yosys is 1, for reference.
- The post-CTS clock slew at the launch and capture registers of the worst setup and hold paths is 0.08 ns, for reference.
- OpenROAD reports that the post-layout worst path occupies 84.3% of the period.
- The finished layout cell area is 850 um2, for reference.
- In the placement report, post-DP HPWL is listed as 1070 um.
- At the end of routability-driven placement, the weighted congestion stood at 0.773.
- Between the synthesized netlist and the finished layout, the area growth was recorded as 38.0%.
- The number of antenna violations at the first check in global routing is 0, for reference.
- The repair_antennas step left the layout with diodes totalling 0.
- The clock latency at the later pin of the worst-skew pair is 0.27 ns, for reference.
- The critical path start-end classification is flop to output pin, for reference.
- The power report shows net switching accounting for 19.5% of the total.
- Hold is met by 0.546 ns.
- The sequential group share of total power is 55.0%, for reference.
- The via count of the first global-routing pass is 505.
- OpenROAD emitted warnings numbering 26.
- The chip occupies 0.00640 mm2.
- Entering global routing, the biggest net connects 13 pins.
- The largest driver fanout on the critical path is 7, for reference.
- The setup check on the worst reg-to-reg path leaves a slack of 1.56 ns.
- Counting along the longest clock path gives a buffer depth of 2.
- The post-placement cell area is 813 um2, for reference.
- Per the TritonCTS log, the buffer count is 3.
- The total power density per cell area is 324 mW/mm2, for reference.
-- cell families after synthesis --
family | after synthesis | synth area share, %
flops | 12 | 48.8
simple gates | 26 | 28.5
buf+inv | 4 | 3.05
xor+xnor | 7 | 9.96
compound gates | 6 | 5.69
fa+ha+maj | 2 | 4.06
-- power groups by stage --
stage / Clock (mW) / Combinational (mW) / Sequential [mW]
4_1_cts: 0.124 / 0.00442 / 0.151
5_1_grt: 0.135 / 0.00482 / 0.152
6_report: 0.120 / 0.00408 / 0.151
-- routing by layer --
metal  vias to the layer above  GRT usage, %  wire [um]
met4                         0         0.880         13
met5                         -             0          0
met3                         2          2.84        152
met2                        18          6.74        589
met1                       243          6.21        684
li1                        241             -          -
-- stage by stage --
stage / power, mW / utilization, % / setup WS (ns) / cells
floorplan: 0.157 / - / 1.23 / 57
global placement: 0.159 / 23.8 / 0.850 / 117
global route: 0.292 / 24.9 / 0.393 / 121
finish: 0.276 / 24.9 / 0.503 / 121
CTS: 0.280 / 24.9 / 0.478 / 121
detailed placement: 0.159 / 23.8 / 0.796 / 117
-- area by class of cell --
type,count,area [um2]
Fill cell,389,2570
Multi-Input combinational cell,41,297
Clock buffer,4,36.3
Inverter,3,11.3
Tap cell,46,57.6
Sequential cell,12,300
Timing Repair Buffer,15,148
-- cells in the mapped netlist --
| cell type | n | share of area [%] |
|---|---|---|
| o31ai_1 | 2 | 2.4 |
| or3_1 | 1 | 1.0 |
| dfrtp_1 | 12 | 49 |
| o21ai_0 | 1 | 0.81 |
| xnor2_1 | 4 | 5.7 |
| nor2b_2 | 1 | 1.4 |
| and4_1 | 1 | 1.4 |
| or4_1 | 2 | 2.4 |
| nor2_2 | 3 | 3.0 |
| and3_2 | 1 | 1.2 |
| a21oi_1 | 3 | 2.4 |
| nand3_1 | 5 | 4.1 |
| nand2_1 | 3 | 1.8 |
| ha_1 | 2 | 4.1 |
| xor2_1 | 3 | 4.3 |
| nor2_1 | 2 | 1.2 |
| nor3_4 | 1 | 2.6 |
| inv_1 | 3 | 1.8 |
| or4b_4 | 1 | 2.2 |
| buf_4 | 1 | 1.2 |
| nand4bb_1 | 1 | 1.8 |
| nand4_1 | 4 | 4.1 |
-- cells in the final DEF, fill, tap and decap left out, drive strengths merged --
cell type and n:
inv 3, nor3 1, or3 1, a21oi 3
nand2 3, or4b 1, xor2 3, clkdlybuf4s50 14
o21ai 1, or4 2, and3 1, nor2b 1
and4 1, nand4 4, o31ai 2, nand4bb 1
clkbuf 4, nand3 5, buf 1, dfrtp 12
nor2 5, xnor2 4, ha 2
-- worst max-delay path, cell delays in order, from the launching register on --
cell and delay, ns:
dfrtp_1 0.45, inv_1 0.08, ha_1 0.14, or4b_4 0.47
nor3_4 0.13, clkdlybuf4s50_1 0.51
-- path summary, 6_finish.rpt --
kind	to	cells after the start	from
min in group asynchronous	q[6]$_DFF_PP0_	2	rst
max in group asynchronous	q[1]$_DFF_PP0_	2	rst
worst min register to register	q[10]$_DFF_PP0_	1	q[10]$_DFF_PP0_
worst max register to register	q[9]$_DFF_PP0_	6	q[0]$_DFF_PP0_
worst min-delay path	q[10]$_DFF_PP0_	1	q[10]$_DFF_PP0_
worst max-delay path	tick	5	q[0]$_DFF_PP0_
Power and IR drop assume default switching activity.
